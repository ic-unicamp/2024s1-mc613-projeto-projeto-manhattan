### flow/config.mk
export PLATFORM = sky130hd
export DESIGN_NAME = bin2display
export DESIGN_NICKNAME = bin2display
export VERILOG_FILES = /design/flow/design.v
export SDC_FILE = /design/flow/constraint.sdc
export NUM_CORES = 4
export LEC_CHECK = 1
export CORE_UTILIZATION = 30
### flow/design.v
module bin2display(
  input [10:0] bin,
  output reg [6:0] seg2,
  output reg [6:0] seg1,
  output reg [6:0] seg0
);
reg [11:0] bcd;
always @(*) begin
  bcd = 0;
  if (bcd[3:0] >= 5) bcd[3:0] = bcd[3:0] + 3;	
	if (bcd[7:4] >= 5) bcd[7:4] = bcd[7:4] + 3;
	if (bcd[11:8] >= 5) bcd[11:8] = bcd[11:8] + 3;
	bcd = {bcd[10:0],bin[10]};	
  if (bcd[3:0] >= 5) bcd[3:0] = bcd[3:0] + 3;	
	if (bcd[7:4] >= 5) bcd[7:4] = bcd[7:4] + 3;
	if (bcd[11:8] >= 5) bcd[11:8] = bcd[11:8] + 3;
	bcd = {bcd[10:0],bin[9]};	
  if (bcd[3:0] >= 5) bcd[3:0] = bcd[3:0] + 3;	
	if (bcd[7:4] >= 5) bcd[7:4] = bcd[7:4] + 3;
	if (bcd[11:8] >= 5) bcd[11:8] = bcd[11:8] + 3;
	bcd = {bcd[10:0],bin[8]};	
  if (bcd[3:0] >= 5) bcd[3:0] = bcd[3:0] + 3;	
	if (bcd[7:4] >= 5) bcd[7:4] = bcd[7:4] + 3;
	if (bcd[11:8] >= 5) bcd[11:8] = bcd[11:8] + 3;
	bcd = {bcd[10:0],bin[7]};	
  if (bcd[3:0] >= 5) bcd[3:0] = bcd[3:0] + 3;	
	if (bcd[7:4] >= 5) bcd[7:4] = bcd[7:4] + 3;
	if (bcd[11:8] >= 5) bcd[11:8] = bcd[11:8] + 3;
	bcd = {bcd[10:0],bin[6]};	
  if (bcd[3:0] >= 5) bcd[3:0] = bcd[3:0] + 3;	
	if (bcd[7:4] >= 5) bcd[7:4] = bcd[7:4] + 3;
	if (bcd[11:8] >= 5) bcd[11:8] = bcd[11:8] + 3;
	bcd = {bcd[10:0],bin[5]};	
  if (bcd[3:0] >= 5) bcd[3:0] = bcd[3:0] + 3;	
	if (bcd[7:4] >= 5) bcd[7:4] = bcd[7:4] + 3;
	if (bcd[11:8] >= 5) bcd[11:8] = bcd[11:8] + 3;
	bcd = {bcd[10:0],bin[4]};	
  if (bcd[3:0] >= 5) bcd[3:0] = bcd[3:0] + 3;	
	if (bcd[7:4] >= 5) bcd[7:4] = bcd[7:4] + 3;
	if (bcd[11:8] >= 5) bcd[11:8] = bcd[11:8] + 3;
	bcd = {bcd[10:0],bin[3]};	
  if (bcd[3:0] >= 5) bcd[3:0] = bcd[3:0] + 3;	
	if (bcd[7:4] >= 5) bcd[7:4] = bcd[7:4] + 3;
	if (bcd[11:8] >= 5) bcd[11:8] = bcd[11:8] + 3;
	bcd = {bcd[10:0],bin[2]};	
  if (bcd[3:0] >= 5) bcd[3:0] = bcd[3:0] + 3;	
	if (bcd[7:4] >= 5) bcd[7:4] = bcd[7:4] + 3;
	if (bcd[11:8] >= 5) bcd[11:8] = bcd[11:8] + 3;
	bcd = {bcd[10:0],bin[1]};	
  if (bcd[3:0] >= 5) bcd[3:0] = bcd[3:0] + 3;	
	if (bcd[7:4] >= 5) bcd[7:4] = bcd[7:4] + 3;
	if (bcd[11:8] >= 5) bcd[11:8] = bcd[11:8] + 3;
	bcd = {bcd[10:0],bin[0]};
	case(bcd[3:0])
		4'b0000: seg0 = 7'b1000000;  
		4'b0001: seg0 = 7'b1111001;  
		4'b0010: seg0 = 7'b0100100;  
		4'b0011: seg0 = 7'b0110000;  
		4'b0100: seg0 = 7'b0011001;  
		4'b0101: seg0 = 7'b0010010;  
		4'b0110: seg0 = 7'b0000010;  
		4'b0111: seg0 = 7'b1111000;  
		4'b1000: seg0 = 7'b0000000;  
		4'b1001: seg0 = 7'b0010000;  
		default: seg0 = 7'b1111111;  
	endcase
  if (bin >= 10) begin
    case(bcd[7:4])
      4'b0000: seg1 = 7'b1000000;  
      4'b0001: seg1 = 7'b1111001;  
      4'b0010: seg1 = 7'b0100100;  
      4'b0011: seg1 = 7'b0110000;  
      4'b0100: seg1 = 7'b0011001;  
      4'b0101: seg1 = 7'b0010010;  
      4'b0110: seg1 = 7'b0000010;  
      4'b0111: seg1 = 7'b1111000;  
      4'b1000: seg1 = 7'b0000000;  
      4'b1001: seg1 = 7'b0010000;  
      default: seg1 = 7'b1111111;  
    endcase
      if (bin >= 100) begin
        case(bcd[11:8])
          4'b0000: seg2 = 7'b1000000;  
          4'b0001: seg2 = 7'b1111001;  
          4'b0010: seg2 = 7'b0100100;  
          4'b0011: seg2 = 7'b0110000;  
          4'b0100: seg2 = 7'b0011001;  
          4'b0101: seg2 = 7'b0010010;  
          4'b0110: seg2 = 7'b0000010;  
          4'b0111: seg2 = 7'b1111000;  
          4'b1000: seg2 = 7'b0000000;  
          4'b1001: seg2 = 7'b0010000;  
          default: seg2 = 7'b1111111;  
        endcase
      end else begin
        seg2 = 7'b1111111;
      end
  end else begin
    seg1 = 7'b1111111;
    seg2 = 7'b1111111;
  end
end
endmodule
### flow/run.sh
#!/bin/bash
# OpenROAD 26Q1-2900-gdf79404cd8, Yosys 0.63+post, stock flow scripts
make -C /OpenROAD-flow-scripts/flow DESIGN_CONFIG=/design/flow/config.mk WORK_HOME=/design/flow/orfs finish
### flow/constraint.sdc
current_design bin2display

set clk_period 12.0
set clk_io_pct 0.2

create_clock -name clk0 -period $clk_period

set non_clock_inputs [all_inputs -no_clocks]
set_input_delay [expr $clk_period * $clk_io_pct] -clock clk0 $non_clock_inputs
set_output_delay [expr $clk_period * $clk_io_pct] -clock clk0 [all_outputs]
==> results.txt <==
Results of the run.

The last timing report of the flow puts the setup violation total at 0. In this run the tools logged warnings totalling ~40. STA on the placed design reports a worst setup slack of -773 ps. The timing report shows the most common cell along the critical path to be sky130_fd_sc_hd__ha_4. The die span in y is 100 um. The report lists the number of standard-cell rows as 35.

The largest fanout on the critical path is 5. The area added between synthesis and finish is 64.1%. TritonRoute reported its final design rule violation total as 0. Recorded from the global router log, the overflow total was 0. For this sky-water flow run, the detailed-routed wirelength per cell is reported as about 12 um. The number of flip-flops and latches is 0.

The critical path class is primary input to output pin. The worst path uses slightly below 100% of the clock period. The total cells reported by yosys after synthesis is around 400. After its last routability iteration, the placer logged a weighted congestion of roughly 0.9. The total of buffers placed on input and output ports is 32. The sum of routed wire length over all layers is about 8.3 mm. The count of nets left with antenna violations after detail routing is 0.

The post-route utilization of the core is recorded as ~51%. The repair_antennas step left the layout with diodes totalling 0. In the Yosys stats the netlist draws on approximately 94 distinct library cells. The core region is 0.00928 mm2.

In this run, placement finished with an instance count of about 640. The violation count after the first detailed-routing iteration is ~120. The number of hold violations in the final report is 0.

32 I/O pins were placed. The post-CTS hold buffer count recorded in the log is 0. The non-filler instance count after layout is 682.

Before placement the cells fill between 30% and 40% of the core. The most critical min-delay path falls under primary input to output pin. Data on the critical path arrives at its endpoint at about 9500 ps. The count of clock-net buffers in the final layout is 0.

For this design, the slowest cell found on the critical path is sky130_fd_sc_hd__or4_4. For this run, the detailed router's first-pass iteration total came to 4. The final max-slew violation count recorded for this run is 0. Entering global routing, the biggest net connects 17 pins. The combined global-route utilization of all metal layers is around 17%. The die area is ~0.010 mm2. The initial antenna violation count is 0. The die outline width is 100 um.

For this run, the top clock speed supported by timing is around 0.084 GHz. The worst setup path is captured at an output pin. STA classifies the critical path startpoint as a primary input.

The via count of the routed design is roughly 3,600. The instance count of the mapped netlist is between 300 and 400. The actual slew at the worst max-slew pin is between 800 and 900 ps. The synthesized area is approximately 0.0029 mm2.

The number of vias per cell is roughly 5.2. Setup repair after global routing could not meet its margin everywhere. The layout summary lists the proportion of cells stronger than drive strength 1 as between 40% and 50%. The max-capacitance violation count is 0. The synthesized area per cell is 7.23 um2. The final critical path time including I/O delays and setup is 11,850 ps. The final worst setup slack is 146 ps. The number of global-route vias before repair is 3,205. The OpenROAD report gives the critical path a required time of about 9600 ps. The wire length of the first global-routing pass is 14.2 mm. The post-synthesis chip area from yosys is between 0.002 and 0.003 mm2. The headroom to the max-slew limit is between 40% and 50%. The delay of the slowest cell on the worst path is 430 ps. The wire-length estimate of the detail-placed layout is between 6 and 7 mm.

After synthesis, flip-flops and latches occupy 0% of the total area. The flow ran to the end, and the final reports show no timing, DRC or antenna violations. The warning tally printed by Yosys for this design is 1. The register cell area after layout is 0 um2. The total negative slack is 0 ps.
-- through the flow --
stage / hold WS (ps) / area [um2]
after CTS: 5750 / 4520
after floorplan: 4920 / 3090
after detailed placement: 6030 / 4200
after global routing: 5550 / 4730
after global placement: 6030 / 4200
final: 5490 / 4730
-- logic make-up after synthesis --
group / after synthesis / synth area share, %
fa+ha+maj: 16 / 6.94
xor+xnor: 9 / 4.82
compound gates: 167 / 48.2
simple gates: 152 / 27.1
buf+inv: 42 / 7.25
mux: 13 / 5.68
-- worst max-delay path, delay by kind of cell --
| family | cells | cell delay [ps] |
|---|---|---|
| AOI/OAI and AO/OA | 11 | 1810 |
| xor gates and xnor gates | 2 | 260 |
| adders and majority gates | 7 | 1110 |
| buffers and inverters | 9 | 910 |
| muxes | 2 | 530 |
| and+or+nand+nor | 14 | 2410 |
-- synthesized netlist by cell type (4+ instances only) --
master                     instances  area share, %
sky130_fd_sc_hd__o21ai_0          20            3.5
sky130_fd_sc_hd__or3_1             5            1.1
sky130_fd_sc_hd__xnor2_1           4            1.2
sky130_fd_sc_hd__o21ai_1          12            2.1
sky130_fd_sc_hd__nor4_1            4           0.87
sky130_fd_sc_hd__o22ai_1           4           0.87
sky130_fd_sc_hd__mux2i_1           6            2.1
sky130_fd_sc_hd__nor3_1           11            1.9
sky130_fd_sc_hd__a21oi_2           5            1.5
sky130_fd_sc_hd__a21oi_1          22            3.8
sky130_fd_sc_hd__inv_1            21            2.7
sky130_fd_sc_hd__o211a_1           5            1.7
sky130_fd_sc_hd__ha_1             16            6.9
sky130_fd_sc_hd__o221a_2           4            1.6
sky130_fd_sc_hd__o211ai_1          9            2.3
sky130_fd_sc_hd__and2_1            4           0.87
sky130_fd_sc_hd__nor2_1           37            4.8
sky130_fd_sc_hd__buf_6             5            2.0
sky130_fd_sc_hd__a31oi_1           7            1.5
sky130_fd_sc_hd__a211oi_1         10            2.6
sky130_fd_sc_hd__nand2b_1          6            1.3
sky130_fd_sc_hd__nor2b_1           5            1.1
sky130_fd_sc_hd__nand3_1          14            2.4
sky130_fd_sc_hd__nand4_1           6            1.3
sky130_fd_sc_hd__nand2_1          37            4.8
sky130_fd_sc_hd__a211o_1           4            1.2
sky130_fd_sc_hd__clkbuf_1          8            1.0
sky130_fd_sc_hd__nor3b_1           4            1.0
sky130_fd_sc_hd__or2_2             5            1.1
-- path summary, 6_finish.rpt --
| path | from | end | cells past startpoint |
|---|---|---|---|
| max | bin[8] | seg2[6] | 45 |
| min | bin[8] | seg2[6] | 6 |
-- placed cells by master (no fill, tap or decap), drive strengths merged, types with 6 or more instances in the layout --
cell	n
nor3	12
a2111oi	6
mux2i	8
nor2	38
a21oi	27
ha	16
o211ai	11
a211oi	12
nand2b	6
a211o	6
and2	8
buf	145
nand3	14
inv	24
clkdlybuf4s50	22
a31oi	7
or2	6
nand4	7
o21ai	35
nand2	37
xnor2	9
-- what timing repair did --
| action | 4_1_cts | 5_1_grt |
|---|---|---|
| buffers inserted | 26 | 17 |
| setup endpoints to repair | 14 | 14 |
| gates resized | 54 | 45 |
| endpoints found under the hold margin | 0 | 0 |
| pin swaps | 38 | 31 |
| gates cloned | 0 | 1 |
-- routing by layer --
metal / vias up / track usage [%] / wire length (um)
met5: - / 0 / 0
met4: 0 / 0.446 / 17
met3: 2 / 0.283 / 176
met2: 58 / 27.7 / 3780
met1: 1642 / 25.2 / 4350
li1: 1864 / - / -
-- area by class of cell --
| cell class | count | area, um2 |
|---|---|---|
| inverter | 24 | 124 |
| fill | 840 | 4550 |
| multi-input combinational | 357 | 3050 |
| timing repair buffer | 172 | 1400 |
| tap | 129 | 161 |
